--- flow/config.mk ---
export PLATFORM = sky130hd
export DESIGN_NAME = frac_mult_8bit
export DESIGN_NICKNAME = frac_mult_8bit
export VERILOG_FILES = /design/flow/design.v
export SDC_FILE = /design/flow/constraint.sdc
export NUM_CORES = 4
export LEC_CHECK = 1
export CORE_AREA = 10 10 101 101
export DIE_AREA = 0 0 111 111
--- flow/constraint.sdc ---
current_design frac_mult_8bit

set clk_period 13.7
set clk_io_pct 0.2

create_clock -name clk0 -period $clk_period

set non_clock_inputs [all_inputs -no_clocks]
set_input_delay [expr $clk_period * $clk_io_pct] -clock clk0 $non_clock_inputs
set_output_delay [expr $clk_period * $clk_io_pct] -clock clk0 [all_outputs]
--- flow/design.v ---
module frac_hidden_cross_8bit(
  input  cross_sign_bit,
  input  [4:0] frac_bits,
  output [6:0] result_line);
  wire [4:0] inverse_frac;
  wire [4:0] shifted_frac;
  wire [4:0] static_frac;
  wire leading_ones;
  assign inverse_frac = -frac_bits;
  assign shifted_frac = {5{cross_sign_bit}} & -frac_bits;
  assign static_frac  = {5{!cross_sign_bit}} & frac_bits;
  assign leading_ones = (|(inverse_frac)) & cross_sign_bit;
  assign result_line[6]     = leading_ones;
  assign result_line[5]     = shifted_frac[4];
  assign result_line[4:1]   = shifted_frac[3:0] | static_frac[4:1];
  assign result_line[0]     = static_frac[0];
endmodule
module hidden_bit_product(
  input left_neg, right_neg,
  output[1:0] topbits);
  assign topbits[1] = left_neg ^ right_neg;
  assign topbits[0] = !(left_neg | right_neg);
endmodule
module frac_mult_8bit(
    input left_neg, right_neg,
    input [4:0] left_frac,
    input [4:0] right_frac,
    output [12:0] result);
    wire [9:0] mulres;
    wire [6:0] left_frac_shifted;
    wire [6:0] right_frac_shifted;
    wire [1:0] hidden_bit_product;
    wire [11:0] first_sum;
    wire [11:0] second_sum;
    wire [11:0] last_sum;
    wire sign_bit;
    wire [1:0] exp_augment;
    frac_hidden_cross_8bit left_frac_right_hidden(
      .cross_sign_bit   (right_neg),
      .frac_bits        (left_frac),
      .result_line      (left_frac_shifted));
    frac_hidden_cross_8bit left_hidden_right_frac(
      .cross_sign_bit   (left_neg),
      .frac_bits        (right_frac),
      .result_line      (right_frac_shifted));
    hidden_bit_product bitprodcalc(
      .left_neg         (left_neg),
      .right_neg        (right_neg),
      .topbits          (hidden_bit_product));
    assign sign_bit = hidden_bit_product[1];
    assign mulres[9:0] = left_frac * right_frac;
    assign first_sum[11:0]  = {2'b00, mulres[9:0]} + {left_frac_shifted[6:0],5'b00000};
    assign second_sum[11:0] = first_sum[11:0] + {right_frac_shifted[6:0], 5'b00000};
    assign last_sum[11:0]   = second_sum[11:0] + {hidden_bit_product, 10'b0000000000};
    assign exp_augment[1] = ~|(last_sum[11:10]);
    assign exp_augment[0] = sign_bit ^ last_sum[11];
    assign result[12]  = sign_bit;
    assign result[11:10]  = exp_augment;
    assign result[9:0] = ({10{exp_augment[0]}} & last_sum[10:1]) | ({10{~exp_augment[0]}} & last_sum[9:0]);
endmodule
module exp_mult_8bit(
  input [1:0] frac_augment,
  input [3:0] left_exp,
  input [3:0] right_exp,
  output[4:0] result);
  assign result = {1'b0, left_exp} + {1'b0, right_exp} + {3'b000, frac_augment} + 5'b00001;
endmodule
module posit_mult_check(
  input [1:0] leftflags,
  input [1:0] rightflags,
  output[1:0] resultflags);
  assign resultflags = leftflags | rightflags;
endmodule
module posit_mult_8bit_to_16bit(
  input  [7:0] left_posit,
  input  [7:0] right_posit,
  output [20:0] result);
  wire [11:0]dec_left_posit;
  wire [11:0]dec_right_posit;
  wire [1:0]augment_exponent;
  posit_decode_8bit dcd_left(
    .posit  (left_posit),
    .dposit (dec_left_posit));
  posit_decode_8bit dcd_right(
    .posit  (right_posit),
    .dposit (dec_right_posit));
  posit_mult_check mul_chk(
    .leftflags  (dec_left_posit[11:10]),
    .rightflags (dec_right_posit[11:10]),
    .resultflags(result[20:19]));
  frac_mult_8bit mul_frc(
    .left_neg   (dec_left_posit[9]),
    .right_neg  (dec_right_posit[9]),
    .left_frac  (dec_left_posit[4:0]),
    .right_frac (dec_right_posit[4:0]),
    .result     ({result[18], augment_exponent, result[12:3]}));  
  exp_mult_8bit mul_exp(
    .frac_augment (augment_exponent),
    .left_exp     (dec_left_posit[8:5]),
    .right_exp    (dec_right_posit[8:5]),
    .result       (result[17:13]));
  assign result[2:0] = 3'b000;
endmodule
--- flow/run.sh ---
#!/bin/bash
# OpenROAD 26Q1-2900-gdf79404cd8, Yosys 0.63+post, stock flow scripts
make -C /OpenROAD-flow-scripts/flow DESIGN_CONFIG=/design/flow/config.mk WORK_HOME=/design/flow/orfs finish
==> reports/results.ini <==
[run_status]
status=complete, no violations

[routing]
antennaDiodeCount=0
vias=1228
routed_wirelength_um=3333
wire_per_inst_um=10.68
drc=0
dr.pass1.iters=4
vias_per_cell=3.936
ant_nets=0
drt_iter0_markers=31

[job]
maxCapViolations=0
log.warning_count=32

[cells_and_area]
flops=0
finalNonFillerCells=312
final_common_cell=inv_1
final_layout_size_suffix_gt1_share_pct=8.696
n_clock_buffer=0
regArea_um2=0
design_area_um2=1989
syn_to_final_growth_pct=17.26
final_cell_mix=40 x inv_1, 29 x ha_1, 25 x clkdlybuf4s50_1

[floorplanning]
die-height_um=111
rows=33
ioPinCount=25
dieArea_um2=12320
fp.coreArea_um2=8134
fp_util_pct=20.86
die_w_um=111

[sta]
fin_crit_sh_pct=80.09
slew_headroom_pct=69.33
setup_tns_ns=0
fin_crit_ns=10.97
finalSetupViolations=0
tightest_slew_ns=0.4552
hold_ws_ns=6.655
drv_slew=0
finalHoldViolCount=0
fmax_ghz=0.09113
rsz0062_at_grt=no

[cts]
cts-resized-gates=0
postCtsHoldBufs=0
postCtsSetupBuffers=0

[worst_hold_path]
min_path_type=in2out

[logic_synthesis]
syn_inst=193
logic_family=adder cells
fa_ha_area_share_pct=42.63
ys_area_um2=1697
synthMuxAreaShare_pct=10.99
yosys.area_share.xor_xnor_pct=10.62
top_cells_by_area=ha_1 21%, fa_1 21%, inv_1 8.8%
yosysWarnings=0
synthSimpleGateAreaFrac_pct=15.04
ys_types=32
syn_area_per_cell_um2=8.791
yosysCellCount=193
top_area_share_pct=21.39
ys_sh_aoi_pct=6.637
postSynthSeqShare_pct=0
netlist_area_um2=1697
synth_area_leader_cell=ha_1

[worst_setup_path]
worstPathMaxFanout=11
worstSetupPathType=in2out
startpoint_type=input pin
required_ns=10.96
crit_arrival_ns=8.23
end_kind=output pin

[power]
power_uw=260.2
seq_power_share_pct=0
p_sw_uw=100.9
clock_power_share_pct=0
peakVddDrop_uv=55.10
power.internal_uw=159.3
sw_frac_of_total_pct=38.77
power_density_nw_per_um2=130.8
combPwrFrac_pct=100.0
p_leak_uw=0.0009933

[global_route]
grt_pass1_vias=1237
grt_overflow=0
grt_pass1_wl_um=5961
antenna_found_initial=0
grt_max_degree=12
track_usage_pct=5.486

[place]
dp_hpwl_um=3038
routabilityCongestion=0.8509
placedInstanceArea_um2=1989
dp_cells=312
port-buffer-count=25

-- cells by family after synthesis --
family | count (synthesis)
AND-OR/OR-AND | 18
XOR/XNOR | 17
adder cells (fa/ha/maj) | 47
buffers and inverters | 51
multiplexers | 16
AND/OR/NAND/NOR | 44
-- final timing paths --
| check | start | end | depth (start not counted) |
|---|---|---|---|
| hold / removal | right_frac[0] | result[0] | 4 |
| setup / recovery | right_frac[2] | result[2] | 16 |
-- Yosys cell counts (2+ instances only) --
library cell / instances
and2_2: 4
and2_1: 14
xor2_1: 3
a21o_1: 2
fa_1: 18
mux2_4: 4
ha_1: 29
nor2_1: 11
mux2_2: 5
nand2_1: 6
buf_6: 5
clkbuf_1: 5
nor2b_4: 2
xnor2_1: 12
o21ai_0: 3
or3b_1: 2
a21oi_1: 7
inv_1: 40
nor3_1: 2
mux2i_1: 7
-- metal layers --
metal,vias up,GRT usage [%],wire (um)
met5,-,0,0
met4,0,0.3472,21
met3,2,0.7115,157
met2,24,9.631,1691
met1,563,7.288,1463
li1,639,-,-
-- power groups by stage --
stage / Sequential, uW / Clock (uW) / Combinational, uW
CTS: 0 / 0 / 273
global route: 0 / 0 / 293
finish: 0 / 0 / 260
-- worst max-delay path: stages --
cell and delay, ns:
clkdlybuf4s50_1 0.61, and2_2 0.31, fa_1 0.46, fa_1 0.54, inv_1 0.05, fa_1 0.52
inv_1 0.05, fa_1 0.41, ha_1 0.33, a21o_1 0.19, a21oi_1 0.12, o21ai_0 0.19
a31oi_1 0.35, xor3_2 0.58, mux2_4 0.35, clkdlybuf4s50_1 0.41
-- stage by stage --
| step | util [%] | worst slack [ns] |
|---|---|---|
| 2_1_floorplan | - | 3.876 |
| 3_3_place_gp | 24.46 | 2.739 |
| 3_5_place_dp | 24.46 | 2.720 |
| 4_1_cts | 24.46 | 2.692 |
| 5_1_grt | 24.46 | 2.441 |
| 6_report | 24.46 | 2.727 |
-- cell type report --
class | count | area, um^2
Fill cell | 870 | 6145
Multi-Input combinational cell | 142 | 1458
Timing Repair Buffer | 25 | 250.2
Inverter | 40 | 150.1
Tap cell | 105 | 131.4
Power is estimated from default activity; no workload was simulated.
