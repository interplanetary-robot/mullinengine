### flow/design.v
module dec_inf_zero_bits(
  input signbit,
  input allzeros,
  output [1:0] result);
  assign result = {(allzeros & signbit),(allzeros & ~(signbit))};
endmodule
module dec_regime_8bit(
  input [1:0] signinv,
  input [6:0] shift_onehot,
  output [3:0] regime);
  wire [1:0] inv_rails;
  wire [13:1] regime_onehot;
  dec_regime_onehot_8bit dec_regime_onehot_8bit_regime_onehot(
    .inv_rails (inv_rails),
    .shift_onehot (shift_onehot),
    .regime_onehot (regime_onehot));
  dec_regime_bin_8bit dec_regime_bin_8bit_regime(
    .one_hot_regime (regime_onehot),
    .regime_bin (regime));
  assign inv_rails = {^(signinv), ~^(signinv)};
endmodule
module dec_shift_onehot_8bit(
  input [7:0] posit,
  output [6:0] shift_onehot);
  wire [5:0] xnorlines;
  wire [5:0] xorlines;
  assign xorlines = (posit[5:0] ^ {6{posit[6]}});
  assign xnorlines = ~(xorlines);
  assign shift_onehot[0] = xorlines[5];
  assign shift_onehot[1] = &({xorlines[4],xnorlines[5]});
  assign shift_onehot[2] = &({xorlines[3],xnorlines[5:4]});
  assign shift_onehot[3] = &({xorlines[2],xnorlines[5:3]});
  assign shift_onehot[4] = &({xorlines[1],xnorlines[5:2]});
  assign shift_onehot[5] = &({xorlines[0],xnorlines[5:1]});
  assign shift_onehot[6] = &(xnorlines[5:0]);
endmodule
module dec_expfrac_8bit(
  input [7:0] posit,
  input [6:0] shift_onehot,
  output [4:0] expfrac);
  assign expfrac[0] = (shift_onehot[0] & posit[0]);
  assign expfrac[1] = |(({shift_onehot[0], shift_onehot[1]} & posit[1:0]));
  assign expfrac[2] = |(({shift_onehot[0], shift_onehot[1], shift_onehot[2]} & posit[2:0]));
  assign expfrac[3] = |(({shift_onehot[0], shift_onehot[1], shift_onehot[2], shift_onehot[3]} & posit[3:0]));
  assign expfrac[4] = |(({shift_onehot[0], shift_onehot[1], shift_onehot[2], shift_onehot[3], shift_onehot[4]} & posit[4:0]));
endmodule
module dec_regime_onehot_8bit(
  input [1:0] inv_rails,
  input [6:0] shift_onehot,
  output [13:1] regime_onehot);
  assign regime_onehot[6:1] = ({6{inv_rails[0]}} & {shift_onehot[0], shift_onehot[1], shift_onehot[2], shift_onehot[3], shift_onehot[4], shift_onehot[5]});
  assign regime_onehot[13:7] = ({7{inv_rails[1]}} & shift_onehot[6:0]);
endmodule
module dec_regime_bin_8bit(
  input [13:1] one_hot_regime,
  output [3:0] regime_bin);
  assign regime_bin[0] = |({one_hot_regime[1], one_hot_regime[3], one_hot_regime[5], one_hot_regime[7], one_hot_regime[9], one_hot_regime[11], one_hot_regime[13]});
  assign regime_bin[1] = |({one_hot_regime[2], one_hot_regime[3], one_hot_regime[6], one_hot_regime[7], one_hot_regime[10], one_hot_regime[11]});
  assign regime_bin[2] = |({one_hot_regime[4], one_hot_regime[5], one_hot_regime[6], one_hot_regime[7], one_hot_regime[12], one_hot_regime[13]});
  assign regime_bin[3] = |({one_hot_regime[8], one_hot_regime[9], one_hot_regime[10], one_hot_regime[11], one_hot_regime[12], one_hot_regime[13]});
endmodule
module decode_posit_8bit(
  input [7:0] posit,
  output [11:0] eposit);
  wire allzeros;
  wire [6:0] shift_onehot;
  wire [1:0] infzeroflags;
  wire [4:0] expfrac_bits;
  wire [3:0] regime_bits;
  dec_inf_zero_bits dec_inf_zero_bits_infzeroflags(
    .signbit (posit[7]),
    .allzeros (allzeros),
    .result (infzeroflags));
  dec_shift_onehot_8bit dec_shift_onehot_8bit_shift_onehot(
    .posit (posit),
    .shift_onehot (shift_onehot));
  dec_expfrac_8bit dec_expfrac_8bit_expfrac_bits(
    .posit (posit),
    .shift_onehot (shift_onehot),
    .expfrac (expfrac_bits));
  dec_regime_8bit dec_regime_8bit_regime_bits(
    .signinv (posit[7:6]),
    .shift_onehot (shift_onehot),
    .regime (regime_bits));
  assign allzeros = ~(|(posit[6:0]));
  assign eposit = {infzeroflags,posit[7],regime_bits,expfrac_bits};
endmodule
module enc_efrac_8bit(
  input sign,
  input inv,
  input [6:0] frac,
  output [8:0] efrac_gs);
  wire [1:0] leading_bits;
  assign leading_bits = {^({sign,inv}), ~^({sign,inv})};
  assign efrac_gs = {leading_bits[0],leading_bits[1],frac};
endmodule
module enc_finalizer_8bit(
  input inf,
  input zero,
  input sign,
  input [8:0] shifted_frac_gs,
  output [7:0] posit);
  wire [7:0] provisional_posit;
  wire rounded_flag;
  wire [6:0] rounded_value;
  wire infzero;
  assign rounded_flag = ((shifted_frac_gs[0] & shifted_frac_gs[1]) | (shifted_frac_gs[1] & shifted_frac_gs[2]));
  assign rounded_value = (shifted_frac_gs[8:2] + {6'b000000,rounded_flag});
  assign provisional_posit = {sign,rounded_value};
  assign infzero = (inf | zero);
  assign posit = (({8{infzero}} & {inf,7'b0000000}) | ({8{~(infzero)}} & provisional_posit));
endmodule
module enc_shifted_frac_gs_8bit(
  input [6:0] one_hot,
  input [8:0] ext_frac,
  output [8:0] shifted_frac);
  wire [6:0] summary_accumulator;
  assign summary_accumulator[0] = (one_hot[0] & ext_frac[0]);
  assign summary_accumulator[1] = (one_hot[1] & |(ext_frac[1:0]));
  assign summary_accumulator[2] = (one_hot[2] & |(ext_frac[2:0]));
  assign summary_accumulator[3] = (one_hot[3] & |(ext_frac[3:0]));
  assign summary_accumulator[4] = (one_hot[4] & |(ext_frac[4:0]));
  assign summary_accumulator[5] = (one_hot[5] & |(ext_frac[5:0]));
  assign summary_accumulator[6] = (one_hot[6] & |(ext_frac[6:0]));
  assign shifted_frac[0] = |(summary_accumulator);
  assign shifted_frac[1] = |((one_hot[6:0] & ext_frac[7:1]));
  assign shifted_frac[2] = |({(one_hot[5:0] & ext_frac[7:2]),(one_hot[6] & ext_frac[8])});
  assign shifted_frac[3] = |({(one_hot[4:0] & ext_frac[7:3]),(|(one_hot[6:5]) & ext_frac[8])});
  assign shifted_frac[4] = |({(one_hot[3:0] & ext_frac[7:4]),(|(one_hot[6:4]) & ext_frac[8])});
  assign shifted_frac[5] = |({(one_hot[2:0] & ext_frac[7:5]),(|(one_hot[6:3]) & ext_frac[8])});
  assign shifted_frac[6] = |({(one_hot[1:0] & ext_frac[7:6]),(|(one_hot[6:2]) & ext_frac[8])});
  assign shifted_frac[7] = |({(one_hot[0] & ext_frac[7]),(|(one_hot[6:1]) & ext_frac[8])});
  assign shifted_frac[8] = (|(one_hot) & ext_frac[8]);
endmodule
module enc_regime_onehot_8bit(
  input [2:0] shift_bin,
  output [6:0] regime_onehot);
  wire [2:0] neg_shift_bin;
  assign neg_shift_bin = ~(shift_bin);
  assign regime_onehot[0] = &({neg_shift_bin[0], neg_shift_bin[1], neg_shift_bin[2]});
  assign regime_onehot[1] = &({shift_bin[0], neg_shift_bin[1], neg_shift_bin[2]});
  assign regime_onehot[2] = &({neg_shift_bin[0], shift_bin[1], neg_shift_bin[2]});
  assign regime_onehot[3] = &({shift_bin[0], shift_bin[1], neg_shift_bin[2]});
  assign regime_onehot[4] = &({neg_shift_bin[0], neg_shift_bin[1], shift_bin[2]});
  assign regime_onehot[5] = &({shift_bin[0], neg_shift_bin[1], shift_bin[2]});
  assign regime_onehot[6] = &({neg_shift_bin[0], shift_bin[1], shift_bin[2]});
endmodule
module enc_shift_bin_8bit(
  input [3:0] regime,
  output [3:0] shift_bin);
  wire regime_sign;
  wire [2:0] inv_signed_regime;
  wire [3:0] regime_subtrahend;
  wire [3:0] signed_regime;
  assign regime_subtrahend = 4'b0111;
  assign signed_regime = (regime - regime_subtrahend);
  assign inv_signed_regime = (-(signed_regime[2:0]) - 3'b001);
  assign regime_sign = signed_regime[3];
  assign shift_bin = {signed_regime[3],(({3{regime_sign}} & inv_signed_regime) | ({3{~(regime_sign)}} & signed_regime[2:0]))};
endmodule
module encode_posit_8bit(
  input p_inf,
  input p_zer,
  input p_sgn,
  input [3:0] p_exp,
  input [4:0] p_frc,
  input [1:0] p_gs,
  output [7:0] posit);
  wire [3:0] shift_bin;
  wire [6:0] regime_onehot;
  wire [8:0] shifted_frac_gs;
  wire [8:0] efrac_gs;
  wire [6:0] efrac_src;
  enc_shift_bin_8bit enc_shift_bin_8bit_shift_bin(
    .regime (p_exp),
    .shift_bin (shift_bin));
  enc_regime_onehot_8bit enc_regime_onehot_8bit_regime_onehot(
    .shift_bin (shift_bin[2:0]),
    .regime_onehot (regime_onehot));
  enc_efrac_8bit enc_efrac_8bit_efrac_gs(
    .sign (p_sgn),
    .inv (shift_bin[3]),
    .frac (efrac_src),
    .efrac_gs (efrac_gs));
  enc_shifted_frac_gs_8bit enc_shifted_frac_gs_8bit_shifted_frac_gs(
    .one_hot (regime_onehot),
    .ext_frac (efrac_gs),
    .shifted_frac (shifted_frac_gs));
  enc_finalizer_8bit enc_finalizer_8bit_posit(
    .inf (p_inf),
    .zero (p_zer),
    .sign (p_sgn),
    .shifted_frac_gs (shifted_frac_gs),
    .posit (posit));
  assign efrac_src = {p_frc,p_gs};
endmodule
module posit_extended_multiplier_8bit_to_8bit(
  input [11:0] lhs,
  input [11:0] rhs,
  output prod_inf,
  output prod_zer,
  output prod_sgn,
  output [10:0] prod_expfrac);
  wire [3:0] lhs_exp;
  wire lhs_inf;
  wire lhs_zer;
  wire rhs_zer;
  wire [4:0] rhs_frac;
  wire rhs_inf;
  wire [6:0] provisional_prod_frac;
  wire lhs_sgn;
  wire rhs_sgn;
  wire [3:0] rhs_exp;
  wire [4:0] lhs_frac;
  wire [5:0] extended_prod_exp;
  wire [12:0] multiplied_frac;
  mul_frac_8bit mul_frac_8bit_multiplied_frac(
    .lhs_sign (lhs_sgn),
    .lhs_frac (lhs_frac),
    .rhs_sign (rhs_sgn),
    .rhs_frac (rhs_frac),
    .multiplied_frac (multiplied_frac));
  mul_frac_trimmer_11bit_to_8bit mul_frac_trimmer_11bit_to_8bit_provisional_prod_frac(
    .untrimmed_fraction (multiplied_frac[10:0]),
    .trimmed_frac (provisional_prod_frac));
  mul_exp_sum mul_exp_sum_extended_prod_exp(
    .prod_sign (prod_sgn),
    .lhs_exp (lhs_exp),
    .rhs_exp (rhs_exp),
    .frac_adjustment (multiplied_frac[12:11]),
    .adj_exp_sum (extended_prod_exp));
  exp_trim_8bit_mul exp_trim_8bit_mul_prod_expfrac(
    .sign (prod_sgn),
    .exp_untrimmed (extended_prod_exp),
    .frc_untrimmed (provisional_prod_frac[6:0]),
    .expfrac (prod_expfrac));
  assign lhs_inf = lhs[11];
  assign lhs_zer = lhs[10];
  assign lhs_sgn = lhs[9];
  assign lhs_exp = lhs[8:5];
  assign lhs_frac = lhs[4:0];
  assign rhs_inf = rhs[11];
  assign rhs_zer = rhs[10];
  assign rhs_sgn = rhs[9];
  assign rhs_exp = rhs[8:5];
  assign rhs_frac = rhs[4:0];
  assign prod_inf = (lhs_inf | rhs_inf);
  assign prod_zer = (lhs_zer | rhs_zer);
  assign prod_sgn = (lhs_sgn ^ rhs_sgn);
endmodule
module mul_frac_8bit(
  input lhs_sign,
  input [4:0] lhs_frac,
  input rhs_sign,
  input [4:0] rhs_frac,
  output [12:0] multiplied_frac);
  wire top_hidden_bit;
  wire [6:0] lhs_sum_result;
  wire [9:0] mul_big_frac;
  wire next_hidden_bit;
  wire [6:0] rhs_frac_lhs_sign;
  wire [1:0] frac_report;
  wire [6:0] lhs_frac_rhs_sign;
  wire [11:0] full_sum_result;
  wire [11:0] general_mul_result;
  wire [10:0] shifted_frac;
  mul_frac_hidden_crossmultiplier_8bit mul_frac_hidden_crossmultiplier_8bit_lhs_frac_rhs_sign(
    .crosssign (rhs_sign),
    .frac (lhs_frac),
    .result (lhs_frac_rhs_sign));
  mul_frac_hidden_crossmultiplier_8bit mul_frac_hidden_crossmultiplier_8bit_rhs_frac_lhs_sign(
    .crosssign (lhs_sign),
    .frac (rhs_frac),
    .result (rhs_frac_lhs_sign));
  mul_frac_finisher_bitsbit mul_frac_finisher_bitsbit_frac_report_shifted_frac(
    .final_sign (top_hidden_bit),
    .provisional_fraction (full_sum_result),
    .exponent_augment (frac_report),
    .shifted_fraction (shifted_frac));
  assign top_hidden_bit = (lhs_sign ^ rhs_sign);
  assign next_hidden_bit = ~((lhs_sign | rhs_sign));
  assign mul_big_frac = (lhs_frac * rhs_frac);
  assign general_mul_result = {top_hidden_bit,next_hidden_bit,mul_big_frac};
  assign lhs_sum_result = (lhs_frac_rhs_sign + general_mul_result[11:5]);
  assign full_sum_result = {(rhs_frac_lhs_sign + lhs_sum_result),general_mul_result[4:0]};
  assign multiplied_frac = {frac_report,shifted_frac};
endmodule
module exp_trim_8bit_mul(
  input sign,
  input [5:0] exp_untrimmed,
  input [6:0] frc_untrimmed,
  output [10:0] expfrac);
  wire do_exp_clipping;
  wire [5:0] positive_limit_exp;
  wire [3:0] clipping_value;
  wire [6:0] frc_trimmed;
  wire [3:0] exp_trimmed;
  wire overflowed;
  wire [5:0] negative_limit_exp;
  wire underflowed;
  assign positive_limit_exp = 6'b001101;
  assign negative_limit_exp = 6'b001100;
  assign underflowed = (exp_untrimmed[5] | (~(sign) & ~(|(exp_untrimmed))));
  assign overflowed = (((~(exp_untrimmed[5]) & ~(sign)) & (exp_untrimmed > positive_limit_exp)) | ((~(exp_untrimmed[5]) & sign) & (exp_untrimmed > negative_limit_exp)));
  assign clipping_value[3:1] = ({3'b110} & {3{overflowed}});
  assign clipping_value[0] = ~(sign);
  assign do_exp_clipping = (underflowed | overflowed);
  assign exp_trimmed = ((exp_untrimmed[3:0] & {4{~(do_exp_clipping)}}) | (clipping_value & {4{do_exp_clipping}}));
  assign frc_trimmed = ((frc_untrimmed[6:0] & {7{(~((overflowed | underflowed)) | (overflowed ^ sign))}}) | {7{((overflowed | underflowed) & (overflowed ^ sign))}});
  assign expfrac = {exp_trimmed,frc_trimmed};
endmodule
module mul_exp_sum(
  input prod_sign,
  input [3:0] lhs_exp,
  input [3:0] rhs_exp,
  input [1:0] frac_adjustment,
  output [5:0] adj_exp_sum);
  wire [5:0] dual_exp_sum;
  wire [5:0] lhs_exp_sum;
  wire [5:0] bias_wire;
  assign bias_wire = 6'b111001;
  assign lhs_exp_sum = (bias_wire + {2'b00,lhs_exp});
  assign dual_exp_sum = (lhs_exp_sum + {2'b00,rhs_exp});
  assign adj_exp_sum = (dual_exp_sum + {4'b0000,frac_adjustment});
endmodule
module mul_frac_trimmer_11bit_to_8bit(
  input [10:0] untrimmed_fraction,
  output [6:0] trimmed_frac);
  wire summ_val;
  wire [4:0] frac_val;
  wire guard_val;
  assign frac_val = untrimmed_fraction[10:6];
  assign guard_val = untrimmed_fraction[5];
  assign summ_val = |(untrimmed_fraction[4:0]);
  assign trimmed_frac = {frac_val,guard_val,summ_val};
endmodule
module mul_frac_hidden_crossmultiplier_8bit(
  input crosssign,
  input [4:0] frac,
  output [6:0] result);
  wire [4:0] selected_inv_frac;
  wire top_neg;
  wire [4:0] selected_frac;
  wire [4:0] inv_frac;
  assign inv_frac = -(frac);
  assign top_neg = (|(inv_frac) & crosssign);
  assign selected_inv_frac = (inv_frac & {5{crosssign}});
  assign selected_frac = (frac & {5{~(crosssign)}});
  assign result = {top_neg,selected_inv_frac[4],(selected_inv_frac[3:0] | selected_frac[4:1]),selected_frac[0]};
endmodule
module mul_frac_finisher_bitsbit(
  input final_sign,
  input [11:0] provisional_fraction,
  output [1:0] exponent_augment,
  output [10:0] shifted_fraction);
  wire [10:0] selected_two_shift_fraction;
  wire shift_selector;
  wire [10:0] selected_one_shift_fraction;
  assign shift_selector = (final_sign ^ provisional_fraction[11]);
  assign exponent_augment[1] = (~((provisional_fraction[11] | provisional_fraction[10])) & ~(final_sign));
  assign exponent_augment[0] = shift_selector;
  assign selected_one_shift_fraction = ({11{shift_selector}} & provisional_fraction[10:0]);
  assign selected_two_shift_fraction = ({11{~(shift_selector)}} & {provisional_fraction[9:0],1'b0});
  assign shifted_fraction = (selected_one_shift_fraction | selected_two_shift_fraction);
endmodule
module posit_multiplier_8bit_to_8bit(
  input [7:0] lhs,
  input [7:0] rhs,
  output [7:0] mul_result);
  wire res_zer;
  wire [11:0] lhs_extended;
  wire res_inf;
  wire [10:0] res_expfrac;
  wire res_sgn;
  wire [11:0] rhs_extended;
  decode_posit_8bit decode_posit_8bit_lhs_extended(
    .posit (lhs),
    .eposit (lhs_extended));
  decode_posit_8bit decode_posit_8bit_rhs_extended(
    .posit (rhs),
    .eposit (rhs_extended));
  posit_extended_multiplier_8bit_to_8bit posit_extended_multiplier_8bit_to_8bit_res_inf_res_zer_res_sgn_res_expfrac(
    .lhs (lhs_extended),
    .rhs (rhs_extended),
    .prod_inf (res_inf),
    .prod_zer (res_zer),
    .prod_sgn (res_sgn),
    .prod_expfrac (res_expfrac));
  encode_posit_8bit encode_posit_8bit_mul_result(
    .p_inf (res_inf),
    .p_zer (res_zer),
    .p_sgn (res_sgn),
    .p_exp (res_expfrac[10:7]),
    .p_frc (res_expfrac[6:2]),
    .p_gs (res_expfrac[1:0]),
    .posit (mul_result));
endmodule
### flow/run.sh
#!/bin/bash
# OpenROAD 26Q1-2900-gdf79404cd8, Yosys 0.63+post, stock flow scripts
make -C /OpenROAD-flow-scripts/flow DESIGN_CONFIG=/design/flow/config.mk WORK_HOME=/design/flow/orfs finish
### flow/config.mk
export PLATFORM = sky130hd
export DESIGN_NAME = posit_multiplier_8bit_to_8bit
export DESIGN_NICKNAME = posit_multiplier_8bit_to_8bit
export VERILOG_FILES = /design/flow/design.v
export SDC_FILE = /design/flow/constraint.sdc
export NUM_CORES = 4
export LEC_CHECK = 1
export CORE_UTILIZATION = 30
### flow/constraint.sdc
current_design posit_multiplier_8bit_to_8bit

set clk_period 21.5
set clk_io_pct 0.2

create_clock -name clk0 -period $clk_period

set non_clock_inputs [all_inputs -no_clocks]
set_input_delay [expr $clk_period * $clk_io_pct] -clock clk0 $non_clock_inputs
set_output_delay [expr $clk_period * $clk_io_pct] -clock clk0 [all_outputs]
==> impl_metrics.env <==
# yosys + openroad results
export IMPL_status="complete, no violations"
export IMPL_fp_utilization=0.309
export IMPL_fillers=1484
export IMPL_gp_congestion=0.946
export IMPL_ys_area_um2=4320
export IMPL_port_buffers=24
export IMPL_warning_count=32
export IMPL_synthCells=632
export IMPL_coreArea_um2=14000
export IMPL_diodes=0
export IMPL_cp_end_kind="output pin"
export IMPL_start_kind="input port"
export IMPL_cpMaxStageDelayCell="fa_2"
export IMPL_dp_hpwl_um=9500
export IMPL_slew_headroom=0.538
export IMPL_finalCriticalPeriod_ns=20.76
export IMPL_via_count=4643
export IMPL_worst_path_buf_inv=8
export IMPL_ys_sh_aoi=0.329
export IMPL_drv_cap=0
export IMPL_final_max_slew_viol_count=0
export IMPL_wl_per_cell_um=14.3
export IMPL_fa_ha_area_frac=0.186
export IMPL_die_area_um2=14900
export IMPL_power_density_nw_per_um2=181
export IMPL_hold_path_class="input port to output pin"
export IMPL_worst_pin_slew_ns=0.693
export IMPL_path_class="input port to output pin"
export IMPL_total_power_uw=894
export IMPL_finalCoreUtilization=0.352
export IMPL_final_common_cell="nor2_1"
export IMPL_chipWidth_um=122
export IMPL_period_used=0.966
export IMPL_drt_iter0_markers=304
export IMPL_synth_area_mux_share=0.0515
export IMPL_drc=0
export IMPL_die_height_um=122
export IMPL_fin_area_um2=4930
export IMPL_setup_violations=0
export IMPL_max_freq_mhz=48.2
export IMPL_antenna_left=0
export IMPL_layout_top_cells="nor2_1 (57), nand2_1 (54), inv_1 (54), o21ai_0 (45)"
export IMPL_grt_pass1_vias=4234
export IMPL_wirelength_um=11900
export IMPL_ios=24
export IMPL_dp_slack_ns=0.199
export IMPL_grt_overflow=0
export IMPL_row_count=43
export IMPL_sequential_cell_total=0
export IMPL_regArea_um2=0
export IMPL_first_pass_iters=5
export IMPL_setup_ws_ns=0.741
export IMPL_drive_gt1_frac=0.134
export IMPL_yosys_cells=632
export IMPL_grt_first_pass_wirelength_um=20200
export IMPL_ys_sh_simple=0.283
export IMPL_crit_required_ns=17.20
export IMPL_grt_max_degree=23
export IMPL_cellLeakagePower_nw=2.13
export IMPL_postPlaceCellArea_um2=4830
export IMPL_ir_drop_uv=66.4
export IMPL_xor_share=0.0544
export IMPL_avgSynthCellArea_um2=6.84
export IMPL_fin_hold_ws_ns=9.84
export IMPL_antenna_found_initial=0
export IMPL_crit_fanout=11
export IMPL_syn_to_final_growth_pct=14.1
export IMPL_arrival_ns=16.46
export IMPL_grt_util_all_layers=0.167
export IMPL_ys_seq_frac=0
export IMPL_topCombFamilyByArea="AND-OR/OR-AND gates"
export IMPL_hold_violations=0
export IMPL_routed_via_density=5.60
export IMPL_critical_path_top_delay_family="adder cells"
export IMPL_clkbuf_count=0
export IMPL_slowest_delay_ns=0.60
export IMPL_synthesis_area_um2=4320
export IMPL_ys_types=85
export IMPL_yosys_warnings=0
[logic make-up after synthesis]
group | Yosys count
muxes | 19
adders and majority gates | 54
AOI/OAI and AO/OA | 203
buffers and inverters | 99
xor gates and xnor gates | 26
and+or+nand+nor | 231
[cell usage after synthesis (4+ instances only)]
cell,n,share of area
nor4b_1,4,0.0081
nor4_1,4,0.0058
nor2_1,59,0.051
nand4_1,7,0.010
ha_1,37,0.11
nor2b_1,8,0.012
a22o_1,4,0.0081
and2_1,11,0.016
a211o_1,4,0.0081
mux2i_1,12,0.028
o221ai_1,4,0.0081
a21oi_1,40,0.046
nand2_1,54,0.047
xor2_1,8,0.016
and3b_1,4,0.0081
nand3_1,18,0.021
inv_1,54,0.047
o2111ai_1,6,0.012
nor3_1,14,0.016
fa_1,17,0.079
buf_2,13,0.015
or3_1,6,0.0087
xnor2_1,17,0.034
nand2b_1,6,0.0087
nand3b_1,4,0.0070
a21o_1,10,0.017
and4b_1,6,0.014
or2_2,8,0.012
a211oi_1,10,0.017
clkbuf_1,24,0.021
o211ai_1,13,0.023
and3_1,5,0.0072
o32ai_1,4,0.0081
o21bai_1,4,0.0070
a22oi_1,8,0.014
o21ai_0,48,0.056
o21ai_1,4,0.0046
[what timing repair did]
item / in CTS / in global routing
resized: 0 / 24
buffers inserted: 0 / 3
hold buffers: 0 / 0
endpoints found under the setup margin: 0 / 7
[worst min-delay path: stages]
cell and delay, ns:
dlymetal6s2s_1 0.34, nor4_1 0.16, a22oi_1 0.14, o21ai_0 0.16, clkdlybuf4s50_1 0.43
[layout make-up]
cell class	instances	area (um^2)	area share
inverters	56	210	0.0427
multi-input cells	533	3970	0.806
well taps	180	225	0.0457
repair buffers	60	523	0.106
[final timing paths]
kind | startpoint | endpoint | slack (ns) | cells past startpoint
setup / recovery | rhs[4] | mul_result[6] | 0.74 | 52
hold / removal | rhs[1] | mul_result[7] | 9.84 | 5
[power breakdown]
part           switching, mW  internal, mW
logic                  0.491         0.403
registers                  0             0
clock network              0             0
total                  0.491         0.403
[stage by stage]
stage	cells	TNS [ns]
floorplan	632	0
global placement	826	0
detailed placement	826	0
CTS	826	0
global route	829	-0.00353
finish	829	0
[routing by layer]
layer | track usage | up-vias | wire [um]
li1 | - | 2350 | -
met1 | 0.244 | 2125 | 5660
met2 | 0.269 | 146 | 5390
met3 | 0.0100 | 22 | 562
met4 | 0.0386 | 0 | 283
met5 | 0 | - | 0
